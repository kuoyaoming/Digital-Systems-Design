[design.v]
module hw3(
	clk_50M,
	reset_n,    
	write,
	write_value,
	write_complete,    
	spi_csn,
	spi_sck,
	spi_do,
	spi_di
	);
input clk_50M;
input reset_n;
input write;
input[7:0] write_value;
output write_complete;
output spi_csn;
output spi_sck;
output spi_do;
output spi_di;
reg write_complete=0;
reg spi_csn=1;
reg spi_sck=0;
reg [3:0] ST=0;
reg [7:0] cnt=0;
reg [7:0] i=0;
reg [7:0] data=0;
assign spi_do = data[7];
always @(posedge clk_50M) begin
	case(ST)
		0: begin 
			write_complete <= 0;
			if(write) begin
				data[7:0] <= write_value;
				ST <= ST+1;
			end
		end
		1: begin 
			spi_csn <= 0;
			if(cnt>=200) begin
				cnt <= 0;
				ST <= ST+1;
			end
			else begin
				cnt <= cnt+1;
			end
		end
		2: begin 
			if(i<8) begin
				if(cnt>=0&&cnt<=25) begin
					cnt <= cnt+1;
					spi_sck <= 1; 
				end
				else if(cnt>25&&cnt<50)begin
					cnt <= cnt+1;
					spi_sck <= 0;
				end
				else if(cnt>=50)begin
					cnt <= 0;
					i <= i+1;
					data <= {data,1'b0};
				end
			end
			else begin
				ST <= ST+1;
				i <= 0;
			end
		end
		3: begin 
			if(cnt>200) begin
				cnt <= 0;
				ST <= ST+1;
				spi_csn <= 1;
				write_complete <= 1;
			end
			else begin
				cnt <= cnt+1;
			end
		end
		4: begin 
			write_complete <= 0;
			if(write) begin
				data[7:0] <= write_value;
				ST <= ST+1;
			end
		end
		5: begin 
			spi_csn <= 0;
			if(cnt>=200) begin
				cnt <= 0;
				ST <= ST+1;
			end
			else begin
				cnt <= cnt+1;
			end
		end
		6: begin 
			if(i<8) begin
				if(cnt>=0&&cnt<=25) begin
					cnt <= cnt+1;
					spi_sck <= 1; 
				end
				else if(cnt>25&&cnt<50)begin
					cnt <= cnt+1;
					spi_sck <= 0;
				end
				else if(cnt>=50)begin
					cnt <= 0;
					i <= i+1;
					data <= {data,1'b0};
				end
			end
			else begin
				ST <= ST+1;
				write_complete <= 1;
				i <= 0;
			end
		end
		7: begin 
			write_complete <= 0;
			if(write) begin
				data[7:0] <= write_value;
				ST <= ST+1;
			end
		end
		8: begin 
			if(i<8) begin
				if(cnt>=0&&cnt<=25) begin
					cnt <= cnt+1;
					spi_sck <= 1; 
				end
				else if(cnt>25&&cnt<50)begin
					cnt <= cnt+1;
					spi_sck <= 0;
				end
				else if(cnt>=50)begin
					cnt <= 0;
					i <= i+1;
					data <= {data,1'b0};
				end
			end
			else begin
				write_complete <= 1;
				ST <= ST+1;
				i <= 0;
			end
		end
		9: begin 
			write_complete <= 0;
			if(write) begin
				data[7:0] <= write_value;
				ST <= ST+1;
			end
		end
		10: begin 
			if(i<8) begin
				if(cnt>=0&&cnt<=25) begin
					cnt <= cnt+1;
					spi_sck <= 1; 
				end
				else if(cnt>25&&cnt<50)begin
					cnt <= cnt+1;
					spi_sck <= 0;
				end
				else if(cnt>=50)begin
					cnt <= 0;
					i <= i+1;
					data <= {data,1'b0};
				end
			end
			else begin
				ST <= ST+1;
				i <= 0;
			end
		end
		11: begin 
			if(cnt>200) begin
				cnt <= 0;
				ST <= 0;
				spi_csn <= 1;
				write_complete <= 1;
			end
			else begin
				cnt <= cnt+1;
			end
		end
		default: begin
			ST <= 0;
		end
	endcase
end
endmodule
[config.mk]
export PLATFORM = sky130hd
export DESIGN_NAME = hw3
export DESIGN_NICKNAME = hw3
export VERILOG_FILES = /design/flow/design.v
export SDC_FILE = /design/flow/constraint.sdc
export NUM_CORES = 4
export LEC_CHECK = 1
export CORE_UTILIZATION = 30
[constraint.sdc]
current_design hw3

set clk_period 3.0
set clk_io_pct 0.2

create_clock -name clk0 -period $clk_period [get_ports {clk_50M}]

set non_clock_inputs [all_inputs -no_clocks]
set_input_delay [expr $clk_period * $clk_io_pct] -clock clk0 $non_clock_inputs
set_output_delay [expr $clk_period * $clk_io_pct] -clock clk0 [all_outputs]
[run.sh]
#!/bin/bash
# OpenROAD 26Q1-2900-gdf79404cd8, Yosys 0.63+post, stock flow scripts
make -C /OpenROAD-flow-scripts/flow DESIGN_CONFIG=/design/flow/config.mk WORK_HOME=/design/flow/orfs finish
==> notes.md <==
fresh numbers from the pnr run: fill count 519, YS chip area between 0.0015 and 0.002 mm², vias per cell approximately 4.4, Max Cap Viol 0, dpl ws ~630 ps, Tcrit/Tclk final 0.7841, worst hold path cell count 2, initial core utilization 0.3171, CTS buffer count 5, Logic pwr share 0.428, Max clock buf depth 2, Placed Area about 0.0019 mm², switch share 0.3833, Final Instance Area 0.001969 mm², ANT nets after route 0, cell internal pwr ~1.4 mW, chip width between 70 and 80 µm, Post-synth EDFFs 31, Post-synth top flop edfxtp_1, most frequent CP cell a21oi_1, first-pass GRT wire length between 4000 and 5000 µm, fin crit period 2352 ps, # resized after CTS 0, number of synthesized register bits 31, Max VDD drop ~380 µV, Reg power frac 0.449, Reg2Reg Depth 6, Final Setup Violations 0, share of layout cells above drive strength 1 0.08140, residual DRC count 0, Final Hold Viols 0, r2r setup slk approximately 650 ps, count of unique library cells instantiated by Yosys 32, FFs w/ async S/R, synth 0, vias post-DR roughly 1100, Mapped Area between 0.0015 and 0.002 mm², Slew HR 0.5571, Hold Crit Class register to register, Critical Path Start Type register, I/O Buffers 13, pwr/cell area around 1200 mW/mm², Yosys Instances 149, sw power 900.1 µW, Boundary Pins 16, router iterations before antenna repair 2, P&R area growth vs syn 19.33%, hold slack final just over 500 ps, Total Power between 2 and 2.5 mW, Initial DRC Count around 52, Highest Clock Rate between 0.4 and 0.5 GHz, arrival time at the worst endpoint roughly 2300 ps, vias in the first global route 1030, Setup Crit Path Kind register to register, drt wl/cell about 11 µm, Least-Margin Pin Slew ~660 ps, crit-path max FO 8, Critical Path Slowest Stage Cell nor3_1, Pleak between 0.7 and 0.8 nW, post-CTS setup buffers 0, clk root buf clkbuf_8, DRT Wirelength between 2000 and 3000 µm, initial antenna violation count 0, Ant. Diodes 0, RSZ-0062 raised after global routing false, H-tree depth 2, Mean Syn Cell Area about 11 µm², largest net degree at the start of global routing 14, Critical Path RT about 2900 ps, register area share after synthesis 0.5641, min setup slack post-route 647.7 ps, Worst setup EP type register, Ys Warns 2, crit-path max cell delay approximately 480 ps, Core Rows 26, Clock power frac 0.123, gr ovfl total 0, Worst-path clk slew approximately 60 ps, max-slew violation count 0, setup TNS 0 ps, count of tool warnings 31, clk ins delay skew pair between 200 and 300 ps, gpl congestion about 0.79, Sink Count 31, status finished, final reports clean, die span in y approximately 76 µm, post-synthesis instance total around 150, Cell Chain, Critical Path inv_1 -> ha_1 -> a21oi_1 -> a21oi_1 -> a32o_1 -> nor3_1, GRT Total Usage 0.1063, die area a little under 0.006 mm², DP HPWL 1913 µm, Final Skew between 3 and 4 ps, CTS tree yes, core area between 0.005 and 0.006 mm², Hold Buf Count CTS 0
==> cells by family after synthesis <==
family,count (synthesis),share of synthesized area
simple gates,74,0.2062
buf+inv,10,0.02729
xor+xnor,9,0.04777
flops,31,0.5641
other cells,1,0.002272
compound gates,16,0.09175
fa+ha+maj,8,0.06065
==> worst paths after layout <==
kind,from,end
setup reg to reg,ST[0]$_SDFFCE_PN0P_,ST[1]$_SDFFCE_PN0P_
hold / removal,data[1]$_DFFE_PP_,data[2]$_DFFE_PP_
hold reg to reg,data[1]$_DFFE_PP_,data[2]$_DFFE_PP_
setup / recovery,ST[0]$_SDFFCE_PN0P_,ST[1]$_SDFFCE_PN0P_
==> state kept, by name, indices dropped and copies added (netlist names) <==
name and cells:
cnt 8, data 8, i 8, ST 4, spi_csn 1, spi_sck 1, write_complete 1
==> cells in the mapped netlist (2+ instances only) <==
cell | n | area share
inv_1 | 5 | 0.011
nor2b_1 | 4 | 0.015
xnor2_1 | 6 | 0.032
a21oi_1 | 7 | 0.021
xor2_1 | 3 | 0.016
edfxtp_1 | 31 | 0.56
nand2_1 | 25 | 0.057
ha_1 | 8 | 0.061
nor2_1 | 22 | 0.050
buf_2 | 3 | 0.0091
and3_1 | 2 | 0.0076
nor3_1 | 4 | 0.012
nand3_1 | 6 | 0.018
nor4_1 | 2 | 0.0076
and2_1 | 4 | 0.015
==> power by group through the flow <==
| stage | sequential, mW | clock, mW | combinational (mW) |
|---|---|---|---|
| final | 1.05 | 0.289 | 1.01 |
| after global routing | 1.09 | 0.320 | 1.15 |
| after CTS | 1.05 | 0.306 | 1.02 |
==> area by class of cell <==
class                      count  area [µm²]  area share
timing repair buffer          17       160.2     0.08132
sequential                    31       930.9      0.4727
inverter                       5       18.77    0.009530
clock buffer                   5       68.82     0.03494
clock inverter                 2       8.758    0.004447
tap                           70       87.58     0.04447
multi-input combinational    112       694.4      0.3526
==> metrics by stage <==
| stage | std cells | utilization |
|---|---|---|
| global route | 242 | 0.3784 |
| CTS | 242 | 0.3784 |
| global placement | 235 | 0.3635 |
| detailed placement | 235 | 0.3635 |
| floorplan | 153 | - |
| finish | 242 | 0.3784 |
==> critical path, delay by kind of cell, from the launching register on <==
kind	cells	cell delay (ps)
AND-OR/OR-AND	3	760
adder cells (fa/ha/maj)	1	240
buffers and inverters	1	80
flip-flops	1	420
AND/OR/NAND/NOR	1	480
==> per-layer routing <==
layer | track usage | part of all wire | wire length, µm | vias to the layer above
met5 | 0 | 0 | 0 | -
met4 | 0.02115 | 0.011 | 29 | 0
met3 | 0.02676 | 0.044 | 117 | 2
met2 | 0.1445 | 0.42 | 1104 | 15
met1 | 0.1805 | 0.53 | 1391 | 483
li1 | - | - | - | 568
==> layout by cell type, fill, tap and decap left out, types with 2 or more instances in the layout <==
cell type,synthesis,layout
ha_1,8,8
nor3_1,4,4
nor2b_1,4,4
nand2_1,25,25
and3_1,2,2
a21oi_1,7,7
nor4_1,2,2
conb_1,1,5
xor2_1,3,3
xnor2_1,6,6
nor2_1,22,22
and2_1,4,4
edfxtp_1,31,31
clkbuf_8,0,5
nand3_1,6,6
clkdlybuf4s50_1,0,13
buf_4,1,4
inv_1,5,5
Power is estimated from default activity; no workload was simulated.
