==> /design/flow/design.v <==
module hw4(
    clk_50M,
    reset_n,    
    write,
    write_control,
    write_addr,
    write_value,
    write_complete,  
    i2c_sda,
    i2c_scl
    );
input clk_50M;
input reset_n;
input write;
input [7:0]write_control;
input [15:0]write_addr;
input [7:0]write_value;
output reg write_complete;
output reg i2c_sda;
output reg i2c_scl;
reg [31:0] data;
reg [7:0] cnt;
reg [3:0] ST;
reg [7:0] i;
reg [1:0] ii;
always@(posedge clk_50M or negedge reset_n)begin
	if(!reset_n) begin
		write_complete <= 0;
		i2c_scl <= 1;
		i2c_sda <= 1;
		data <= 0;
		cnt <= 0;
		ST <= 0;
		i <= 0;
		ii <= 0;
	end
	else begin
		case(ST)
			0: begin 
				write_complete <= 0;
				if(write) begin
					data[31:24] <= write_control;
					data[23:8] <= write_addr;
					data[7:0] <= write_value;
					ST <= ST+1;
				end
			end
			1: begin 
				if(cnt>=0&&cnt<30) begin
					i2c_sda <= 0;
					cnt <= cnt+1;
				end
				else if(cnt>=30&&cnt<95) begin
					i2c_scl <= 0;
					cnt <= cnt+1;
				end
				else if(cnt>=95) begin
					ST <= ST+1;
					cnt <= 0;
				end
			end
			2: begin 
				if(i<8) begin
					i2c_sda <= data[31];
					if(cnt>=0&&cnt<30) begin
						cnt <= cnt+1;
						i2c_scl <= 1; 
					end
					else if(cnt==30)begin
						cnt <= cnt+1;
						i2c_scl <= 0;
						data <= {data,1'b0};
					end
					else if(cnt>=30&&cnt<95)begin
						cnt <= cnt+1;
					end
					else if(cnt>=95)begin
						cnt <= 0;
						i <= i+1;
					end
				end
				else begin
					if(ii<3)begin
						ii <= ii+1;
						ST <= ST+1;
					end
					else begin
						ii <= 0;
						ST <= 4;
					end
					i <= 0;
				end
			end
			3: begin
				if(cnt>=0&&cnt<30) begin
					cnt <= cnt+1;
					i2c_scl <= 1; 
				end
				else if(cnt>=30&&cnt<95) begin
					cnt <= cnt+1;
					i2c_scl <= 0; 
				end
				else if(cnt>=95) begin
					cnt <= 0;
					ST <= 2;
				end
			end
			4: begin 
				if(cnt>=0&&cnt<30) begin
					i2c_scl <= 1;
					cnt <= cnt+1;
				end
				else if(cnt>=30&&cnt<95) begin
					i2c_sda <= 1;
					cnt <= cnt+1;
				end
				else if(cnt>=95) begin
					ST <= 0;
					cnt <= 0;
					write_complete <= 1;
				end
			end
		endcase
	end
end
endmodule 
==> /design/flow/run.sh <==
#!/bin/bash
# OpenROAD 26Q1-2900-gdf79404cd8, Yosys 0.63+post, stock flow scripts
make -C /OpenROAD-flow-scripts/flow DESIGN_CONFIG=/design/flow/config.mk WORK_HOME=/design/flow/orfs finish
==> /design/flow/config.mk <==
export PLATFORM = sky130hd
export DESIGN_NAME = hw4
export DESIGN_NICKNAME = hw4
export VERILOG_FILES = /design/flow/design.v
export SDC_FILE = /design/flow/constraint.sdc
export NUM_CORES = 4
export LEC_CHECK = 1
export CORE_UTILIZATION = 50
==> /design/flow/constraint.sdc <==
current_design hw4

set clk_period 13.5
set clk_io_pct 0.2

create_clock -name clk0 -period $clk_period [get_ports {clk_50M}]

set non_clock_inputs [all_inputs -no_clocks]
set_input_delay [expr $clk_period * $clk_io_pct] -clock clk0 $non_clock_inputs
set_output_delay [expr $clk_period * $clk_io_pct] -clock clk0 [all_outputs]
==> out/metrics.csv <==
metric,value,unit
outcome,"complete, no violations",
Hold Path Cell Cnt,2,
Util after Layout,63.4,%
Setup Buffers After CTS,0,
Placer Congestion,0.817,
Synth cell types,45,
DR WL/cell,12.9,um
Peak VDD IR,59.3,uV
Ant. Diodes,0,
Max Clk Rate,229,MHz
final hold violations,0,
Fin Clk Skew,0.00506,ns
CP max stage delay,0.62,ns
RSZ-0062 raised after global routing,false,
Final Cell Area,0.00351,sq mm
Critical R2R Launch,ST[0],
placement row count,27,
startpoint types,input pin,
type of the worst min-delay path,reg -> reg,
Latency at later pin,0.33,ns
clock sink count,57,
vias in the first global route,2140,
drt first pass iters,6,
average size of a mapped cell,8.87,sq um
DR iter-0 viols,166,
Detailed Place HPWL,3.69,mm
Slew @ Worst Pin,0.728,ns
CTS-repair resized insts,0,
asr flop ratio synth,100,%
Residual DRC,0,
vias,2415,
GR Util All Layers,21.2,%
initial antenna violation count,0,
largest net degree at the start of global routing,65,
setup violators final,0,
critical-path cell with the highest stage delay,or4b_2,
Post-synth EDFFs,0,
final setup TNS,0,ns
synthesized area,0.00288,sq mm
cell area power density,99.5,mW/mm^2
Ys Warns,1,
WP data arrival,4.56,ns
final antenna-violating net count,0,
worst path bufs/invs,2,
Synth flops,57,
H-tree level count,3,
Die Ht,77.9,um
stage-log warning count,30,
MaxCap Viol Count,0,
Via-to-Cell Ratio,5.51,
Root Buffer,clkbuf_8,
CTS Buffer Depth,2,
Leak,1.63,nW
CP Class,in -> reg,
crit share post-route,32.4,%
Critical Path Fanout Max,64,
Post-Route WL,5.65,mm
Initial Util,52.1,%
Chip Area,0.00608,sq mm
"Seq share, synth",49.5,%
Most common cell on crit path,o21ai_0,
worst hold endpoint,i2c_sda,
first-pass GRT wire length,10.0,mm
die width,77.9,um
hold-fix buffers at CTS,0,
"reg-to-reg slack, setup",10.80,ns
critical path's top delay family,simple AND/OR/NAND/NOR gates,
Area Growth Syn to Fin,21.8,%
Slew HR,51.4,%
hold wc startpoint,i2c_sda,
Commonest flop,dfrtp_1,
crit path DRT,13.69,ns
CP Cell Sequence,clkdlybuf4s50_1 > or4b_2 > o21ai_0 > a2111oi_4 > buf_4 > nand3_1 > o21ai_0,
placed cell area,0.00330,sq mm
cells in synth_stat.txt,325,
clock period minus worst slack,4.37,ns
Tot Pwr,0.349,mW
core box area,0.00554,sq mm
clock-pin slew on the worst setup and hold paths,0.06,ns
grt ovf,0,
share of cells above drive strength 1,8.74,%
CTS tree,built,
r2r endpoint,data[9],
R2R depth,9,
port buffer count,37,
CTS Buf Count,9,
Syn Inst Count,325,
Max Transition Viols Final,0,
CP endpoint kind,flop,
Ports,38,
Yosys Chip Area,0.00288,sq mm
## power by group
| group | internal [mW] | leakage [nW] | switching, mW |
|---|---|---|---|
| registers | 0.171 | 0.769 | 0 |
| logic | 0.00924 | 0.757 | 0.00557 |
| clock network | 0.100 | 0.107 | 0.0634 |
| total | 0.280 | 1.63 | 0.0690 |
## per-stage QoR
| stage | hold WS (ns) | worst slack [ns] | std cells |
|---|---|---|---|
| 2_1_floorplan | 0.430 | 9.45 | 325 |
| 3_3_place_gp | 0.458 | 8.83 | 422 |
| 3_5_place_dp | 0.459 | 8.81 | 422 |
| 4_1_cts | 0.468 | 9.15 | 438 |
| 5_1_grt | 0.494 | 8.97 | 438 |
| 6_report | 0.464 | 9.13 | 438 |
## worst reg2reg max path, cell delays in order (launching register included)
cell and delay, ns:
dfrtp_1 0.40, inv_1 0.13, ha_1 0.21, nor3b_2 0.17, buf_4 0.37, o21ai_0 0.25, a2111oi_4 0.30, buf_4 0.52
nor2_1 0.11, a31oi_1 0.17
## worst max-delay path by stage
stage	endpoint	slack [ns]	start	depth (start not counted)
after CTS	data[0]	9.15	write	7
after global routing	data[9]	8.97	write	7
final	data[0]	9.13	write	7
## logic make-up after synthesis
family	count (synthesis)	share of synthesized area [%]
buf+inv	26	3.86
compound gates	83	19.9
mux	1	0.390
flops	57	49.5
fa+ha+maj	8	3.47
simple gates	150	22.8
## layout make-up
cell class	instances	area (sq um)
Sequential cell	57	1430
Clock inverter	2	35.0
Timing Repair Buffer	42	403
Clock buffer	14	173
Multi-Input combinational cell	242	1350
Fill cell	473	2030
Inverter	9	33.8
Tap cell	72	90.1
## sequential cells by signal, summed over array words and instances (netlist names)
name,flops
ST,4
cnt,8
data,32
i,8
i2c_scl,1
i2c_sda,1
ii,2
write_complete,1
## layer usage
metal	GRT usage [%]	vias to the layer above	part of all wire (%)
li1	-	1215	-
met1	35.4	1135	51
met2	30.7	54	42
met3	3.82	11	4.5
met4	3.70	0	2.2
met5	0	-	0
## Yosys cell counts (all sizes together), types with 6 or more instances
cell / number / area [sq um]
a21oi: 8 / 40.0
a31oi: 32 / 200
and2: 6 / 37.5
buf: 8 / 43.8
clkbuf: 9 / 33.8
dfrtp: 55 / 1380
ha: 8 / 100
inv: 9 / 33.8
nand2: 73 / 274
nand3: 6 / 30.0
nor2: 41 / 154
o21ai: 17 / 85.1
## cell usage in the layout, fill, tap and decap left out, types with 2 or more instances in the layout
cell type and instances:
a21o_1 3, a21oi_1 8, a22o_1 3, a31oi_1 32, and2_1 6, and3_1 4, buf_4 5, clkbuf_1 2
clkbuf_8 12, clkdlybuf4s50_1 36, dfrtp_1 55, dfstp_2 2, ha_1 8, inv_1 9, nand2_1 73, nand2b_1 3
nand3_1 6, nand3b_1 2, nand4_1 3, nor2_1 41, nor3_1 3, o21ai_0 17, o31ai_1 5, or2_2 2
or3_1 2
Power is estimated from default activity; no workload was simulated.
